==> run.sh <==
#!/bin/bash
# OpenROAD 26Q1-2900-gdf79404cd8, Yosys 0.63+post, stock flow scripts
make -C /OpenROAD-flow-scripts/flow DESIGN_CONFIG=/design/flow/config.mk WORK_HOME=/design/flow/orfs finish
==> config.mk <==
export PLATFORM = sky130hd
export DESIGN_NAME = pc
export DESIGN_NICKNAME = pc
export VERILOG_FILES = /design/flow/design.v
export SDC_FILE = /design/flow/constraint.sdc
export NUM_CORES = 4
export LEC_CHECK = 1
export CORE_UTILIZATION = 30
==> constraint.sdc <==
current_design pc

set clk_period 11.7
set clk_io_pct 0.2

create_clock -name clk0 -period $clk_period [get_ports {CLK}]

set non_clock_inputs [all_inputs -no_clocks]
set_input_delay [expr $clk_period * $clk_io_pct] -clock clk0 $non_clock_inputs
set_output_delay [expr $clk_period * $clk_io_pct] -clock clk0 [all_outputs]
==> design.v <==
`timescale 1ns / 1ps
	module pc(PCOUT,STAGE1WRITEBACK,REALPCWRITEBACK,OFFSET,CLK,
		WILLWRITE,STARTREG,READREG1,READREG2,ENDWRITE,ENDREG,READREG, STAGE1IN,STAGE1OUT,STAGE2IN,STAGE2OUT,STAGE3IN,STAGE3OUT,STAGE4IN,STAGE4OUT
    );
	input REALPCWRITEBACK,CLK,STAGE1WRITEBACK;
	input[15:0] OFFSET;
	output [15:0]PCOUT;
	input[3:0] STARTREG,READREG1,READREG2,ENDREG;
	input WILLWRITE,ENDWRITE,READREG;
	output reg[15:0] STAGE1IN,STAGE1OUT,STAGE2IN,STAGE2OUT,STAGE3IN,STAGE3OUT,STAGE4IN,STAGE4OUT;
	reg [15:0] point;
	reg [15:0] i;
	reg[15:0] writingreg;
	reg[15:0] tmppc;
	reg[15:0] realpc;
	parameter ZERO =  16'b0000_0000_0000_0000;
	parameter ALLONE =  16'b1111_1111_1111_1111;
	reg JUMPPC;
	initial
	begin
		tmppc = 16'd0;
		realpc  = 16'd0;
		writingreg = ZERO;
		point = 0;
		i = 0;
		STAGE1IN = ALLONE;
		STAGE2IN = ALLONE;
		STAGE3IN = ALLONE;
		STAGE4IN = ALLONE;
		STAGE1OUT = ALLONE;
		STAGE3OUT = ALLONE;
		STAGE4OUT = ALLONE;
		JUMPPC = 1'b0;
	end
	assign PCOUT = tmppc;
	always@(posedge CLK)
	begin	
	end
	always@(negedge CLK)
	begin
		JUMPPC = 1'b0;
		if(STAGE1WRITEBACK)
			tmppc = tmppc + 1;
		if((OFFSET -realpc != 1) && REALPCWRITEBACK)begin
			STAGE1IN = ZERO;
			STAGE2IN = ZERO;
			STAGE3IN = ZERO;
			STAGE4IN = ZERO;
			STAGE1OUT = ZERO;
			STAGE2OUT = ZERO;
			STAGE3OUT = ZERO;
			STAGE4OUT = ZERO;
			tmppc = OFFSET;
			writingreg = 16'b0000_0000_0000_0000;	
		end
		else if(READREG && (writingreg[READREG1]||writingreg[READREG2]))begin
			STAGE1IN = ZERO;
			STAGE2IN = ZERO;
			STAGE3IN = ZERO;
			STAGE4IN = ALLONE;
			STAGE1OUT = ZERO;
			STAGE2OUT = ZERO;
			STAGE3OUT = ALLONE;
			STAGE4OUT = ALLONE;
			tmppc = tmppc-2;
		end
		else
		begin
			STAGE1IN = ALLONE;
			STAGE2IN = ALLONE;
			STAGE3IN = ALLONE;
			STAGE4IN = ALLONE;
			STAGE1OUT = ALLONE;
			STAGE2OUT = ALLONE;
			STAGE3OUT = ALLONE;
			STAGE4OUT = ALLONE;
		end
		if(ENDWRITE == 1'b1)
			begin
				writingreg[ENDREG] = 1'b0;
			end
		if(WILLWRITE == 1'b1)
			begin
				writingreg[STARTREG] = 1'b1;
		end
		if(REALPCWRITEBACK == 1'b1)
		begin
			realpc = OFFSET;
		end
	end
endmodule
==> COMMIT_EDITMSG <==
Add synthesis and place-and-route results

- The flow ran to the end, and the final reports show no timing, DRC or antenna violations.
* Mean instance size in the synthesized netlist: 8.605 µm²
- Violation count after the first detailed-route iteration: 241
* Final hold vios: 0
- The later pin in the worst-skew pair is clocked with a latency of 0.37 ns.
- Post-detailed-route wirelength per cell: 13.22 µm
- Nets still carrying antenna violations after routing amount to 0.
* Number of endpoints failing setup at the final stage: 0
- The placement summary gives the final routability congestion estimate as 0.8587.
* Beginning of the worst hold path: writingreg[14]$_DFF_N_
- Hold is met by 0.4980 ns.
- Number of ports placed on the die boundary: 182
- Number of clock sinks: 51
- Count of cells resized by post-cts repair: 0
- Critical path endpoint category: flip-flop
- Detailed placement finished with a half-perimeter wire length of 9135 µm.
* Worst-Margin Slew: 0.8950 ns
- The script extracted a total leakage power of 2.556 nW.
- The most common logic cell in the final layout is sky130_fd_sc_hd__clkdlybuf4s50_1.
* Initial cell density of the core: 30.85%
* Most common logic cells in the final layout: sky130_fd_sc_hd__clkdlybuf4s50_1, sky130_fd_sc_hd__inv_1, sky130_fd_sc_hd__dfxtp_1, sky130_fd_sc_hd__nor2_1, sky130_fd_sc_hd__o21ai_0
- Initial antenna violation count: 0
* Met2 Track Usage GR: 21.41%
* Final tally of max-slew violations: 0
* Max Root-Sink Buffers: 2
- Post-synth top flop: sky130_fd_sc_hd__dfxtp_1
* Capturing point of the worst reg2reg path: tmppc[15]$_DFF_N_
- Arrival time at the worst endpoint: 5.57 ns
- Largest fanout on the critical path: 11
- The routed design shows a via density per instance of 4.594.
* Pin count of the biggest net entering global routing: 65
- Setup slack, reg-to-reg: 8.55 ns
- The worst register-to-register path has a depth of 11.
* Die span in x: 127.3 µm
* Number of OpenROAD warnings: 82
- Per the GRT log, the top usage layer is met2.
- The worst setup path is of the input port to flip-flop kind.
* Count of hold buffers inserted by post-cts repair: 0
- Total routed wirelength: 11430 µm
* Flip-flops with a built-in enable: 17
- Share of final-layout standard cells stronger than drive strength 1: 6.585%
- Gate Count Post-Synth: 547
- Across every metal layer, demand over resource in global routing totals 13.59%.
* Pwr dens: 105.0 nW/µm²
- Distinct lib cells: 64
- Before any placement, the netlist area is recorded as 4707 µm².
* Maximum capacitance violations: 0
- In this run the number of H-tree levels came out at 2.
- In this run the tightest slew margin relative to its limit is 40.33%.
* TritonCTS clock tree: yes
- Clock tree synthesis inserted a total of 5 buffers.
* Via count of the first global-routing pass: 3456
- Final Skew: 0.01701 ns
- Via total after detailed routing: 3969
- Yosys reported that registers with async set or reset make up 0%.
- The final layout reports a setup TNS of 0 ns.
* Fill cells: 1442
- The first global-routing pass estimated 17310 µm of wire.
- Seq share, synth: 25.31%
- In this run, synthesis produced a sequential element count of 51.
- The completed layout was analyzed and its total power is 0.0006484 W.
* Yosys warning tally: 1
- Data required time at the worst endpoint: 6.10 ns
* Count of antenna diodes in the layout: 0
* Clock transition at the register clock pins on the worst setup and hold paths after CTS: 0.03 ns
* DRC violations left: 0
* Yosys stat cell total: 547
- Looking at the hold checks, the worst path lands on writingreg[14]$_DFF_N_.
- The path class of the tightest hold or removal check is flip-flop to flip-flop.
- Number of setup buffers added after CTS: 0
* Area share of the largest cell type after synthesis: 19.94%
* Area grow syn2layout: 31.23%
- In this run the clock root is driven by a sky130_fd_sc_hd__clkbuf_16.
* Maximum VDD drop: 64.80 µV
- Global routing finished with a remaining overflow of 0.
- Per the synthesis report, the dominant area consumer among library cells is sky130_fd_sc_hd__buf_4.
- The area recorded from the Yosys report for this design is 4707 µm².
- In the global route stage, met3 resource usage came out at 3.370%.
- Overall die area: 16200 µm²
- Met1 GRT Util: 19.04%
- Kind of launch point of the worst setup path: input port
- Initial DRT Pass Iterations: 7
- During placement, the flow inserted port buffers numbering 181.
- Row generation in the floorplan step produced 45 rows.
- Biggest area cells: sky130_fd_sc_hd__buf_4, sky130_fd_sc_hd__dfxtp_1, sky130_fd_sc_hd__edfxtp_1
- The number of cells on the worst hold path is listed as 2.
- Launch point of the worst reg-to-reg path: realpc[0]$_DFFE_NP_
- Standard cell core area: 15260 µm²
* Die Ht: 127.3 µm
- Setup repair after global routing missed its margin: false
-- power breakdown --
| group | internal, W | total [W] | switching (W) |
|---|---|---|---|
| combinational | 0.000128 | 0.000213 | 0.0000852 |
| clock | 0.000103 | 0.000211 | 0.000108 |
| sequential | 0.000201 | 0.000225 | 0.0000235 |
-- registers in the layout, summed over array words and instances (netlist names) --
name        count
STAGE1OUT       1
STAGE2OUT       1
writingreg     16
tmppc          16
STAGE4OUT       1
realpc         16
-- cells in the mapped netlist, types with 2 or more instances --
master                        n
sky130_fd_sc_hd__o21a_1       5
sky130_fd_sc_hd__nor2_1      33
sky130_fd_sc_hd__edfxtp_1    17
sky130_fd_sc_hd__nor4_1       2
sky130_fd_sc_hd__buf_2        2
sky130_fd_sc_hd__o211ai_1     2
sky130_fd_sc_hd__dfxtp_1     34
sky130_fd_sc_hd__xnor2_1     19
sky130_fd_sc_hd__a211oi_1     4
sky130_fd_sc_hd__mux2_2      14
sky130_fd_sc_hd__o32ai_1      2
sky130_fd_sc_hd__buf_4      125
sky130_fd_sc_hd__or3_1        2
sky130_fd_sc_hd__o21bai_1     2
sky130_fd_sc_hd__nand2b_1     4
sky130_fd_sc_hd__nand3_1     10
sky130_fd_sc_hd__o31a_1       2
sky130_fd_sc_hd__and3_1       4
sky130_fd_sc_hd__mux2i_1      6
sky130_fd_sc_hd__inv_1       37
sky130_fd_sc_hd__nor3_1      13
sky130_fd_sc_hd__mux4_1       3
sky130_fd_sc_hd__nand4_1      7
sky130_fd_sc_hd__a31oi_1      9
sky130_fd_sc_hd__ha_1        26
sky130_fd_sc_hd__mux4_2       7
sky130_fd_sc_hd__nor2b_1      7
sky130_fd_sc_hd__nor3b_1      3
sky130_fd_sc_hd__clkbuf_1    11
sky130_fd_sc_hd__xor2_1       7
sky130_fd_sc_hd__nand2_1     25
sky130_fd_sc_hd__a21oi_1     24
sky130_fd_sc_hd__o21ai_0     31
sky130_fd_sc_hd__and4_1       3
sky130_fd_sc_hd__o22ai_1     15
sky130_fd_sc_hd__o2111ai_1    2
-- stage by stage --
| stage | cell area (µm²) | std cells | utilization (%) | worst slack (ns) |
|---|---|---|---|---|
| after CTS | 6177 | 864 | 40.48 | 0.5561 |
| after detailed placement | 5843 | 806 | 38.29 | 0.1772 |
| final | 6177 | 864 | 40.48 | 0.5266 |
| after global routing | 6177 | 864 | 40.48 | 0.3269 |
| after global placement | 5843 | 806 | 38.29 | 0.2551 |
| after floorplan | 4707 | 547 | - | 0.9799 |
-- worst max-delay path, cell delays in order --
cell	delay [ns]
sky130_fd_sc_hd__clkdlybuf4s50_1	0.49
sky130_fd_sc_hd__inv_1	0.06
sky130_fd_sc_hd__ha_1	0.22
sky130_fd_sc_hd__fa_1	0.40
sky130_fd_sc_hd__nor2b_1	0.17
sky130_fd_sc_hd__o31a_1	0.20
sky130_fd_sc_hd__o2111ai_1	0.17
sky130_fd_sc_hd__a21oi_1	0.23
sky130_fd_sc_hd__nor3_1	0.07
sky130_fd_sc_hd__a31o_2	0.24
sky130_fd_sc_hd__a41oi_4	0.35
sky130_fd_sc_hd__buf_4	0.27
sky130_fd_sc_hd__mux2_2	0.34
-- area by class of cell --
class	count	area (µm²)	share of cell area (%)
multi-input cells	321	2399	38.83
repair buffers	186	1849	29.94
flip-flops and latches	51	1192	19.30
well taps	211	264.0	4.274
clock inverters	54	212.7	3.443
inverters	36	135.1	2.188
clock buffers	5	125.1	2.026
-- how the worst max path moves through the flow --
stage / from / to / slack, ns
final: OFFSET[0] / tmppc[15]$_DFF_N_ / 0.53
after global routing: OFFSET[0] / tmppc[14]$_DFF_N_ / 0.33
after CTS: OFFSET[0] / tmppc[12]$_DFF_N_ / 0.56
-- metal layers --
layer,up-vias,share of wire [%]
met5,-,0
met4,0,1.1
met3,9,7.3
met2,173,46
met1,1757,45
li1,2030,-
-- logic make-up after synthesis --
kind of cell    count (synthesis)  synth area share, %
buf+inv                       175                23.98
simple gates                  125                13.53
compound gates                113                15.36
fa+ha+maj                      27                7.336
xor+xnor                       26                4.838
flops                          51                25.31
mux                            30                9.649
No activity file was given, so power comes from the tool's default toggle rates.
