--- ./run.sh ---
#!/bin/bash
# OpenROAD 26Q1-2900-gdf79404cd8, Yosys 0.63+post, stock flow scripts
make -C /OpenROAD-flow-scripts/flow DESIGN_CONFIG=/design/flow/config.mk WORK_HOME=/design/flow/orfs finish
--- ./config.mk ---
export PLATFORM = sky130hd
export DESIGN_NAME = kbctrl
export DESIGN_NICKNAME = kbctrl
export VERILOG_FILES = /design/flow/design.v
export SDC_FILE = /design/flow/constraint.sdc
export NUM_CORES = 4
export LEC_CHECK = 1
export CORE_UTILIZATION = 30
--- ./constraint.sdc ---
current_design kbctrl

set clk_period 4.5
set clk_io_pct 0.2

create_clock -name clk0 -period $clk_period [get_ports {KCLK}]

set non_clock_inputs [all_inputs -no_clocks]
set_input_delay [expr $clk_period * $clk_io_pct] -clock clk0 $non_clock_inputs
set_output_delay [expr $clk_period * $clk_io_pct] -clock clk0 [all_outputs]
--- ./design.v ---
`timescale 1ns / 1ps
module kbctrl(input KCLK, input KDATA, output [7:0] KCODE, output KCOME);
  reg enable;
  reg [3:0] left, right;
  reg [31:0] count;
  reg is_start;
  reg [8:0] shift;
  assign KCODE = {left, right};
  assign KCOME = enable;
  initial
    begin
      enable = 0;
      left = 4'd0;
      right = 4'd0;
		count = 32'd0;
		is_start = 0;
		shift = 9'd0;
    end
  always @(posedge KCLK)
    begin
		enable = 0;
		left[3:0] = 4'd0;
		right[3:0] = 4'd0;
		if(is_start == 0 && KDATA == 0) begin
			is_start = 1;
		end
		else if(is_start==1) begin
			shift = {KDATA, shift[8:1]};
			count = count + 1;
			if(count>=9) begin
				count = 0;
				is_start = 0;
				enable = 1;
				left[3:0] = shift[7:4];
				right[3:0] = shift[3:0];
			end
		end
	end
endmodule
==> qor.yml <==
grt:
  grt_max_degree: 32
  grt.busiest_layer: "met1"
  grt_pass1_vias: 1448
  grt.met2_usage_pct: 15.0
  grt_usage_pct: 10.1
  use_met1_pct: 17.0
  grt_pass1_wl_mm: 6.74
  grtUsageMet3_pct: 1.18
  grt_antenna_before_repair: 0
  grt-ovfl-total: 0
job:
  warnings: 27
  drv_cap: 0
sta:
  finalCritPeriodShare_pct: 60.0
  finClkSkew_ps: 12.8
  slew_viol_final: 0
  hold_violations: 0
  rsz0062_at_grt: "false"
  period_needed_ps: 2700
  fin_setup_tns_ps: 0
  setup_viol: 0
  fmax_ghz: 0.370
  worst_slack_ps: 1800
critical_path:
  cp_slowest_stage_delay_ps: 500
  worstSetupPathType: "reg -> reg"
  crit_chain: "ha_1 > or4b_1 > a211o_1 > a22oi_1 > and4_4 > and3_1 > and3_1"
  crit_slowest_cell: "or4b_1"
  critPathCaptureType: "flop"
  arrival_ps: 2890
  critPathTopFamily: "simple AND/OR/NAND/NOR gates"
  critPathMostFrequentCell: "and3_1"
  reg2reg_setup_slack_ps: 1800
  crit_buf_inv: 0
  worstSetupStartpointType: "flop"
  critPathRequiredTime_ps: 4680
  critPathMaxFanout: 11
yosys:
  ys_types: 48
  syn_inst: 204
  top_area_share_pct: 49.2
  yosys_area_mm2: 0.00244
  yosysCellCount: 204
  avgSynthCellArea_um2: 12.0
  ys_top_cells_by_area: "edfxtp_1, dfxtp_1, nand3_1, xnor2_1, nand2_1"
  ys_seq_share_pct: 57.4
  ys_seq_elements: 50
  top_area_cell: "edfxtp_1"
  synthArstFlopShare_pct: 0
  ff_type: "edfxtp_1"
  ys_warn_count: 1
  edf_count: 40
  synth_area_mm2: 0.00244
power_and_ir_drop:
  seq_power_share_pct: 63.3
  clkPwrFrac_pct: 30.9
  switching_share_pct: 23.6
  leakage_nw: 0.976
  total_power_uw: 875
  p_per_area_mw_per_mm2: 312
  p_comb_share_pct: 5.8
  switching_power_uw: 206
  p_int_uw: 668
  ir_drop_mv: 0.153
clocking:
  cts_tree: "done"
  ctsHtreeMaxLevel: 2
  post_cts_buffers: 0
  hold_buffers: 0
  cts_max_path_buffers: 2
  cts_root_buf: "clkbuf_8"
  clk_pin_slew_ps: 100
  ctsResizeCount: 0
  clk_latency_ps: 310
  cts.sinks: 50
  numCtsBuffers: 5
run_status:
  status: "complete, no violations"
route:
  routed_wl_mm: 3.83
  drc: 0
  drt-initial-drc-count: 57
  vias_per_cell: 4.64
  n_antenna_cell: 0
  avgRoutedWirePerCell_um: 11.2
  postRouteAntennaNets: 0
  drt_pass1_iterations: 4
  via_count: 1590
die:
  initCoreUtil_pct: 31.3
  num_rows: 32
  fp.dieH_um: 92.2
  ios: 11
  die_w_um: 92.2
  coreArea_mm2: 0.00781
  die-area_mm2: 0.00850
placement:
  gp_congestion: 0.879
  place_ws_ps: 1810
  io_buffers: 10
  place_hpwl_mm: 2.75
final_layout:
  mi_logic_area_mm2: 0.00105
  drive_gt1_share_pct: 8.71
  area_growth_pct: 15.1
  lay_top_count: "edfxtp_1"
  final_cell_mix: "edfxtp_1, conb_1, nand2_1"
  ff_latch_area_mm2: 0.00140
  fillers: 760
hold_path:
  hp-class: "reg -> reg"
==> cells in the mapped netlist (all sizes together), types with 2 or more instances <==
cell / number
a211oi: 2
and2: 6
nand2b: 3
a311oi: 2
xor2: 4
a211o: 2
a21oi: 11
xnor2: 7
nor3b: 4
nor4: 5
nand4: 10
nand3: 15
or3: 2
edfxtp: 40
nand2: 15
clkbuf: 2
inv: 6
o211ai: 2
nor3: 9
and4: 8
nor2: 5
ha: 3
buf: 7
and4bb: 2
o21ai: 3
dfxtp: 10
and3: 7
==> stage by stage <==
stage	hold slack [ps]	instances	utilization, %	cell area (µm²)
after floorplan	427	231	-	2540
after global placement	430	335	34.7	2710
after detailed placement	434	335	34.7	2710
after CTS	447	343	36.0	2810
after global routing	458	343	36.0	2810
final	450	343	36.0	2810
==> layout make-up <==
| type | instances | area share (%) |
|---|---|---|
| Inverter | 6 | 0.802 |
| Sequential cell | 50 | 50.0 |
| Tap cell | 102 | 4.55 |
| Clock buffer | 5 | 2.45 |
| Timing Repair Buffer | 11 | 3.83 |
| Clock inverter | 3 | 1.02 |
| Multi-Input combinational cell | 166 | 37.4 |
==> worst reg2reg max path, cell delays in order, from the launching register on <==
cell	delay, ps
edfxtp_1	470
ha_1	330
or4b_1	500
a211o_1	300
a22oi_1	140
and4_4	240
and3_1	390
and3_1	210
==> path summary, 6_finish.rpt <==
path / cells past startpoint / startpoint / to
setup / recovery: 7 / count[0] / count[1]
hold / removal: 0 / shift[5] / shift[4]
setup reg to reg: 7 / count[0] / count[1]
hold reg to reg: 0 / shift[5] / shift[4]
==> power groups by stage <==
stage / Clock, mW / Sequential, mW / Combinational (mW)
finish: 0.270 / 0.554 / 0.0510
global route: 0.294 / 0.558 / 0.0589
CTS: 0.280 / 0.554 / 0.0516
==> cells by family after synthesis <==
family | synth area share (%)
and+or+nand+nor | 25.1
other | 0.154
adders and majority gates | 1.54
muxes | 0.410
xor gates and xnor gates | 3.95
DFF | 57.4
buffers and inverters | 3.69
AOI/OAI and AO/OA | 7.69
==> flip-flops by register name, summed over array words and instances, names as in the netlist <==
signal and flops:
shift 8, right 4, is_start 1, count 32
enable 1, left 4
==> metal layers <==
metal | vias to the layer above | wire, µm
li1 | 826 | -
met1 | 730 | 1980
met2 | 28 | 1650
met3 | 6 | 143
met4 | 0 | 60
met5 | - | 0
Power and IR drop assume default switching activity.
