==> flow/design.v <==
module Reg(CLK,RADDR1,DATA_OUT1,RADDR2,DATA_OUT2,W_ON,WADDR,DATA_IN,TESTADDR,TESTDATAOUT);                                       
  parameter word_size = 16;
  parameter memory_size = 16;
  parameter addr_size = 4;
  output [word_size-1: 0] DATA_OUT1;
  output [word_size-1: 0] DATA_OUT2;
  input [word_size-1: 0] DATA_IN;
  input [addr_size-1: 0] RADDR1;
  input [addr_size-1: 0] RADDR2;
  input [addr_size-1: 0] WADDR;
  input [addr_size-1: 0] TESTADDR;
  output [7: 0] TESTDATAOUT; 
  input CLK,W_ON;
  reg [15: 0] memory [memory_size-1: 0];
  reg [31:0] i;
  initial begin
		for(i=0;i<memory_size;i=i+1) begin
			memory[i] = 16'b0000_0000_0000_0000; 
		memory[4'b1100] = 16'b1111_1111_1111_1111;
		memory[4'b1111] = 16'b1111_1111_1111_1111;
		end
	end
  parameter ZERO = 16'b0000_0000_0000_0000;
  assign DATA_OUT1=memory[RADDR1];
  assign DATA_OUT2=memory[RADDR2];
  assign TESTDATAOUT = memory[TESTADDR][7:0];  
  always @ (negedge CLK)
    if (W_ON) 
		begin
			memory[WADDR] = DATA_IN;
		end
endmodule
==> flow/run.sh <==
#!/bin/bash
# OpenROAD 26Q1-2900-gdf79404cd8, Yosys 0.63+post, stock flow scripts
make -C /OpenROAD-flow-scripts/flow DESIGN_CONFIG=/design/flow/config.mk WORK_HOME=/design/flow/orfs finish
==> flow/config.mk <==
export PLATFORM = sky130hd
export DESIGN_NAME = Reg
export DESIGN_NICKNAME = Reg
export VERILOG_FILES = /design/flow/design.v
export SDC_FILE = /design/flow/constraint.sdc
export NUM_CORES = 4
export LEC_CHECK = 1
export CORE_UTILIZATION = 30
==> flow/constraint.sdc <==
current_design Reg

set clk_period 3.8
set clk_io_pct 0.2

create_clock -name clk0 -period $clk_period [get_ports {CLK}]

set non_clock_inputs [all_inputs -no_clocks]
set_input_delay [expr $clk_period * $clk_io_pct] -clock clk0 $non_clock_inputs
set_output_delay [expr $clk_period * $clk_io_pct] -clock clk0 [all_outputs]
==> flow_summary_export.csv <==
group,metric,value,unit
status,status,"finished, violations left",
status,violations,"setup timing",
cts,cts_root_buf,"clkbuf_16",
setup_path,slowest_delay,0.60,ns
synthesis,ys_cells,624,
synthesis,avgSynthCellArea,20.31,sq um
routing,post_drt_wl_per_cell,21.57,microns
power,p_leak,6.432,nW
synthesis,synth_seq_share,0.6065,
synthesis,ys_top_cells_by_count,"edfxtp_1 (256), mux4_2 (132), a22oi_1 (80)",
synthesis,ys.warnings.count,1,
placed_design,dp_cells,1253,
routing,ant_nets,0,
synthesis,synthCells,624,
finish,finalInstanceArea,16790,sq um
cts,numCtsBuffers,28,
cts,h-tree-depth,1,
synthesis,ys_chip_area,12680,sq um
cts,tritoncts,"done",
floorplanning,chipArea,43080,sq um
routing,dr.first_iter.drc_count,315,
setup_path,path_cells,"buf_6, mux4_4, a22oi_2, nand2_1, buf_2",
floorplanning,fp_util,0.3070,
timing,setup_viol,40,
timing,worstMarginPinSlew,0.6049,ns
synthesis,synth_top_area_share,0.6065,
synthesis,syn_area,12680,sq um
routing,totalWireLength,33850,microns
finish,area_delta_synth_final,32.47,%
placed_design,io_buffer_count,73,
routing,drtPass1Iterations,4,
routing,drcViolationCount,0,
grt,grt_max_degree,44,
power,p_total,7.717,mW
synthesis,largest_area_cell,"edfxtp_1",
routing,viasPerCell,5.031,
placed_design,place_area,14730,sq um
power,ir_drop,0.0003567,V
worst_hold_path,hold_path.class,"input pin to output port",
finish,largest_reg_flops,256,
grt,grt_pass1_wl,51430,microns
cts,clk_pin_slew,0.03,ns
setup_path,end_kind,"output port",
timing,slew-limit-headroom,0.5967,
power,powerDensity,459.6,nW/um^2
floorplanning,die_h,207.6,microns
job,cap_violations,0,
grt,grt_overflow_total,0,
grt,grt_pass1_vias,9279,
routing,antennaDiodeCount,0,
grt,grt_usage,0.1738,
synthesis,numSynthFlops,256,
routing,vias,7893,
setup_path,required,3.04,ns
floorplanning,die_w,207.6,microns
setup_path,worstPathArrival,4.06,ns
cts,cts_buffer_depth,3,
placed_design,globalplace.congestion,0.8188,
floorplanning,num_rows,74,
synthesis,synth-edff-count,256,
synthesis,async_flop_share,0,
floorplanning,coreArea,41290,sq um
cts,clock-sinks,256,
grt,antenna_found_initial,0,
synthesis,synth_cell_types,22,
timing,holdWs,2.310,ns
placed_design,dp_hpwl,21340,microns
synthesis,ys.flop_type,"edfxtp_1",
timing,timing.final.ws_setup,-1.018,ns
setup_path,path_max_fanout,3,
finish,layout-drive-gt1-share,0.4214,
setup_path,worst-setup-path-type,"flip-flop to output port",
timing,timing_hold_violations_final,0,
synthesis,synth.area.top_cells,"edfxtp_1 (61%), mux4_2 (23%), mux4_1 (5.6%)",
cts,cts_hold_buf,0,
job,warnings,284,
setup_path,crit_slowest_cell,"mux4_4",
finish,stdcell_count,1569,
timing,rsz0062_at_grt,"true",
synthesis,synth.most_common_cell,"edfxtp_1",
timing,report.final.slew_viol_count,0,
setup_path,cp-start-kind,"flip-flop",
floorplanning,io_pins,74,
## what timing repair did
action                                  4_1_cts  5_1_grt
resized                                     214       15
pin swaps                                    94        9
setup buffers                                12        0
endpoints found under the setup margin       40       40
hold endpoints to repair                      0        0
## critical path, delay by kind of cell, from the launching register on
family | cells | cell delay, ns
AND-OR/OR-AND | 1 | 0.19
flip-flops | 1 | 0.41
multiplexers | 1 | 0.60
buffers and inverters | 2 | 0.28
AND/OR/NAND/NOR | 1 | 0.09
## per-stage QoR
| step | setup TNS [ns] | utilization | worst slack, ns |
|---|---|---|---|
| 2_1_floorplan | -33.58 | - | -0.1937 |
| 3_3_place_gp | -125.90 | 0.3567 | -0.6108 |
| 3_5_place_dp | -130.08 | 0.3567 | -0.5706 |
| 4_1_cts | -30.52 | 0.4050 | -1.011 |
| 5_1_grt | -33.06 | 0.4066 | -1.106 |
| 6_report | -29.63 | 0.4066 | -1.018 |
## report_power, final
| part | total (mW) | internal, mW | switching, mW |
|---|---|---|---|
| registers | 3.22 | 3.19 | 0.0256 |
| logic | 0.748 | 0.378 | 0.370 |
| clock network | 3.75 | 2.07 | 1.68 |
| total | 7.72 | 5.64 | 2.08 |
## final timing paths
kind    startpoint           end  cells after the start
min      RADDR1[1]  DATA_OUT1[0]                      6
max   memory[3][1]  DATA_OUT1[1]                      5
## routing by layer
metal,wire (microns),global-route usage,vias up
li1,-,-,3540
met1,12170,0.2030,3826
met2,15840,0.2465,478
met3,5218,0.1357,47
met4,544,0.05610,2
met5,72,0.01669,-
## cell families after synthesis
kind of cell | Yosys count | synth area share
multiplexers | 160 | 0.2925
AND-OR/OR-AND | 80 | 0.04738
flip-flops | 256 | 0.6065
AND/OR/NAND/NOR | 75 | 0.02586
buffers and inverters | 53 | 0.02783
## cells in the final DEF, fill, tap and decap left out, types with 5 or more instances in the layout
cell type,count
nor2_2,11
edfxtp_1,256
nand2_1,27
a22oi_1,16
bufinv_16,5
a22oi_2,64
clkdlybuf4s50_1,28
clkbuf_16,29
nand2_2,14
inv_1,262
mux4_2,159
buf_4,59
buf_2,43
buf_12,28
clkinvlp_2,7
## cell type report
cell class / instances / area (sq um)
clock buffers: 29 / 725.7
clock inverters: 276 / 1184
fillers: 3627 / 24500
multi-input cells: 315 / 4997
flip-flops and latches: 256 / 7687
well taps: 532 / 665.6
repair buffers: 161 / 1533
No activity file was given, so power comes from the tool's default toggle rates.
